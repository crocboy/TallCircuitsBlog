==> ./design.v <==
`timescale 1ns / 1ps
module text_lcd(
		input clk,
		input rst,
		input new_data,
		output lcd_rs,
		output lcd_rw,
		output lcd_en,
		output reg [7:0] lcd_data
    );
localparam [3:0]
	ini_1 = 4'b0000,
	ini_2 = 4'b0001,
	ini_3 = 4'b0010,
	ini_4 = 4'b0011,
	ini_5 = 4'b0100,
	ini_6 = 4'b0101,
	ini_7 = 4'b0110,
	ini_8 = 4'b0111,
	write = 4'b1000,
	idle  = 4'b1001;
localparam [1:0]
	state_idle       = 2'b00,
	state_pre_delay  = 2'b01,
	state_delay      = 2'b10,
	state_post_delay = 2'b11;
reg [3:0] state_reg, state_next;
reg [1:0] write_state_reg, write_state_next = 0;
reg [10:0] slow_reg = 0;  
reg rs_reg = 0;
reg en_reg = 0;
reg start_write = 0;   
reg start_write_2 = 0;
reg [7:0] write_data = 0;
reg [255:0] chars = 255'h2173746975637269436c6c6154;  
reg [10:0] ini_1_reg = 0;
reg [6:0]  ini_2_reg = 0;
reg [1:0]  ini_3_reg = 0;
reg        ini_4_reg = 0;
reg        ini_5_reg = 0;
reg        ini_6_reg = 0;
reg [5:0]  ini_7_reg = 0;
reg        ini_8_reg = 0;
reg [1:0] pre_delay = 0;   
reg [3:0] delay = 0;       
reg  post_delay = 0;       
reg [7:0] write_counter = 0;
reg did_write = 0;
assign lcd_rs = rs_reg;
assign lcd_rw = 0;  
assign lcd_en = en_reg;
always @(posedge clk, posedge rst) begin
	if (rst) begin
		state_reg <= 0;
		write_state_reg = 0;
	end
	else begin
		state_reg <= state_next;
		write_state_reg = write_state_next;
	end
end
always @(posedge clk) begin
		write_state_next = write_state_reg;
		if(start_write == 0)
			lcd_data <= 0;
		case(write_state_reg)
			state_idle:
				if(start_write == 1 && start_write_2 == 0) begin
					write_state_next = state_pre_delay;
				end
			state_pre_delay:
				if(pre_delay == 3)
					write_state_next = state_delay;
				else begin
					pre_delay <= pre_delay + 1;
					lcd_data <= write_data;
				end
			state_delay:
				if(delay == 15) begin
					write_state_next = state_post_delay;
					en_reg <= 0;
				end
				else begin
					delay <= delay + 1;
					en_reg <= 1;
				end
			state_post_delay:
				if(post_delay == 1) begin
					write_state_next = state_idle;
					pre_delay <= 0;
					delay <= 0;
					post_delay <= 0;
				end
				else begin
					post_delay <= 1;
				end
			default:
				write_state_next = idle;
		endcase
		start_write_2 <= start_write;
end
always @(posedge clk) begin
	if(slow_reg == 0) begin
		start_write <= 0;   
		state_next = state_reg;  
		case (state_reg)
			ini_1:
				if(ini_1_reg == 2047) begin
					state_next = ini_2;
					did_write = 0;
				end
				else begin
					ini_1_reg <= ini_1_reg + 1;
					rs_reg = 0;
					write_data = 0;
					if(did_write == 0) begin
						start_write <= 1;
						did_write = 1;
					end
				end
			ini_2:
				if(ini_2_reg == 127) begin
					state_next = ini_3;
					did_write = 0;
				end
				else begin
					ini_2_reg <= ini_2_reg + 1;
					rs_reg = 0;
					write_data = 8'h38;
					if(did_write == 0) begin
						start_write <= 1;
						did_write = 1;
					end
				end
			ini_3:
				if(ini_3_reg == 3) begin
					state_next = ini_4;
					did_write = 0;
				end
				else begin
					ini_3_reg <= ini_3_reg + 1;
					rs_reg = 0;
					write_data = 8'h38;
					if(did_write == 0) begin
						start_write <= 1;
						did_write = 1;
					end
				end
			ini_4:
				if(ini_4_reg == 1) begin
					state_next = ini_5;
					did_write = 0;
				end
				else begin
					ini_4_reg = 1;
					rs_reg = 0;
					write_data = 8'h38;
					if(did_write == 0) begin
						start_write <= 1;
						did_write = 1;
					end
				end
			ini_5:
				if(ini_5_reg == 1) begin
					state_next = ini_6;
					did_write = 0;
				end
				else begin
					ini_5_reg = 1;
					rs_reg = 0;
					write_data = 8'h38;
					if(did_write == 0) begin
						start_write <= 1;
						did_write = 1;
					end
				end
			ini_6:
				if(ini_6_reg == 1) begin
					state_next = ini_7;
					did_write = 0;
				end
				else begin
					ini_6_reg = 1;
					rs_reg = 0;
					write_data = 8'h0f;
					if(did_write == 0) begin
						start_write <= 1;
						did_write = 1;
					end
				end
			ini_7:
				if(ini_7_reg == 63) begin
					state_next = ini_8;
					did_write = 0;
				end
				else begin
					ini_7_reg <= ini_7_reg + 1;
					rs_reg = 0;
					write_data = 8'h01;
					if(did_write == 0) begin
						start_write <= 1;
						did_write = 1;
					end
				end
			ini_8:
				if(ini_8_reg == 1) begin
					state_next = write;
					did_write = 0;
				end
				else begin
					ini_8_reg = 1;
					rs_reg = 0;
					write_data = 8'h06;
					if(did_write == 0) begin
						start_write <= 1;
						did_write = 1;
					end
				end
			write:
				if(write_counter == 104) begin
					state_next = idle;
				end
				else begin
					if(did_write == 1) begin
						write_counter <= write_counter + 8;
						rs_reg = 1;
						write_data = chars[write_counter +: 8];
						start_write <= 1;
					end
					did_write = !did_write;
				end
			idle:
				if(new_data) begin
					write_counter <= 0;
					state_next = write;
					did_write = 0;
				end
			default: state_next = ini_1;  
		endcase
	end
	slow_reg <= slow_reg + 1;
end
endmodule
==> ./run.sh <==
#!/bin/bash
# OpenROAD 26Q1-2900-gdf79404cd8, Yosys 0.63+post, stock flow scripts
make -C /OpenROAD-flow-scripts/flow DESIGN_CONFIG=/design/flow/config.mk WORK_HOME=/design/flow/orfs finish
==> ./config.mk <==
export PLATFORM = sky130hd
export DESIGN_NAME = text_lcd
export DESIGN_NICKNAME = text_lcd
export VERILOG_FILES = /design/flow/design.v
export SDC_FILE = /design/flow/constraint.sdc
export NUM_CORES = 4
export LEC_CHECK = 1
export CORE_UTILIZATION = 30
==> ./constraint.sdc <==
current_design text_lcd

set clk_period 2.9
set clk_io_pct 0.2

create_clock -name clk0 -period $clk_period [get_ports {clk}]

set non_clock_inputs [all_inputs -no_clocks]
set_input_delay [expr $clk_period * $clk_io_pct] -clock clk0 $non_clock_inputs
set_output_delay [expr $clk_period * $clk_io_pct] -clock clk0 [all_outputs]
==> impl_metrics.env <==
# flow metrics
export IMPL_outcome="finished, final reports clean"
export IMPL_flop_cell="edfxtp_1"
export IMPL_lay_top_count="edfxtp_1"
export IMPL_reg2reg_from="state_reg[2]"
export IMPL_finalPower_mw=2.46
export IMPL_skew_ns=0.00800
export IMPL_grtUsageTotal_pct=10.6
export IMPL_post_route_period_util_pct=80.2
export IMPL_crit_path_max_incr_delay_ns=0.73
export IMPL_path_cells="mux2_2 -> a21oi_1 -> nor2b_1 -> nor3_1 -> o2111a_1"
export IMPL_clkSlewWorstSetupHoldPaths_ns=0.06
export IMPL_cts_hold_fix_buffers=0
export IMPL_htreeDepth=3
export IMPL_syn_area_um2=3980
export IMPL_cts_setup_buffers=0
export IMPL_synth_flops=85
export IMPL_tritoncts="done"
export IMPL_fp_util_pct=31.2
export IMPL_cts_resized=0
export IMPL_worstSetupStartpointType="flop"
export IMPL_die_width_um=117
export IMPL_cp_num_buf_inv=0
export IMPL_avgRoutedWirePerCell_um=12.0
export IMPL_postRouteAntennaNets=0
export IMPL_r2r_slack_ns=0.57
export IMPL_drc=0
export IMPL_worstSetupEndpointType="flop"
export IMPL_most_common_layout_cells="edfxtp_1 (57), nand2_1 (36), nor2_1 (28)"
export IMPL_yosys_warnings=1
export IMPL_hold_depth=0
export IMPL_die_area_um2=13700
export IMPL_synthArstFlopShare_pct=7.06
export IMPL_p_per_area_nw_per_um2=535
export IMPL_fin_area_um2=4590
export IMPL_ios=14
export IMPL_port_buffer_count=12
export IMPL_min_period_ns=2.33
export IMPL_path_class="reg -> reg"
export IMPL_ys_area_um2=3980
export IMPL_routabilityCongestion=0.804
export IMPL_rsz0062_at_grt="false"
export IMPL_maxCapViolations=0
export IMPL_drt_iter0_drc=173
export IMPL_ys_seq_share_pct=57.8
export IMPL_syn_inst=356
export IMPL_cp_required_ns=2.90
export IMPL_clk_latency_ns=0.33
export IMPL_irDropWorstVdd_uv=271
export IMPL_tightest_slew_ns=0.630
export IMPL_slew_headroom_pct=58.0
export IMPL_critPathLaunch="state_reg[2]"
export IMPL_antenna_found_initial=0
export IMPL_switching_share_pct=18.6
export IMPL_grt_max_degree=24
export IMPL_slew_violations=0
export IMPL_routed_wl_um=6570
export IMPL_critical_path_top_delay_family="flip-flops"
export IMPL_numCtsBuffers=9
export IMPL_power_leakage_nw=1.76
export IMPL_power_frac_seq_pct=52.0
export IMPL_vias=2514
export IMPL_dpl_hpwl_um=4470
export IMPL_area_growth_pct=15.4
export IMPL_nFillCells=1195
export IMPL_cp_arrival_ns=2.32
export IMPL_clock_sinks=85
export IMPL_hp_start="write_state_next[1]"
export IMPL_max_freq_mhz=430
export IMPL_ff2ff_path_depth=5
export IMPL_gr_total_overflow=0
export IMPL_setup_tns_ns=0
export IMPL_layout_drive_gt1_share_pct=6.91
export IMPL_dp_slack_ns=0.625
export IMPL_dr_pass1_iters=4
export IMPL_edf_count=57
export IMPL_avgSynthCellArea_um2=11.2
export IMPL_comb_power_share_pct=0.3
export IMPL_fp_coreArea_um2=12800
export IMPL_finalWorstSetupSlack_ns=0.575
export IMPL_cts_root_buf="clkbuf_16"
export IMPL_final_core_utilization_pct=35.9
export IMPL_reg2reg_to="write_data[5]"
export IMPL_hp_class="reg -> reg"
export IMPL_path_max_fanout=22
export IMPL_die_y_um=117
export IMPL_p_int_mw=2.00
export IMPL_clock_power_share_pct=47.7
export IMPL_warnings=32
export IMPL_ys_cells=356
export IMPL_first_global_vias=2346
export IMPL_rows=41
export IMPL_crit_slowest_cell="dfrtp_1"
export IMPL_finalSetupViolCount=0
export IMPL_hold_viol=0
export IMPL_place_area_um2=4280
export IMPL_routed_via_density=4.59
export IMPL_grt_pass1_wl_um=11100
export IMPL_cts_buffer_depth=2
export IMPL_insertedDiodeCount=0
export IMPL_yosysUniqueCellTypes=53
export IMPL_holdPathEnd="write_state_reg[1]"
export IMPL_p_switching_mw=0.456
-- metrics by stage --
stage,hold slack (ns),std cells
global placement,0.322,532
CTS,0.333,548
global route,0.344,548
floorplan,0.316,359
detailed placement,0.325,532
finish,0.334,548
-- per-layer routing --
metal	GRT usage, %	vias up	wire length, um
met5	0	-	0
met3	2.67	7	258
met2	16.0	34	2920
met4	1.18	0	77
met1	16.4	1188	3320
li1	-	1285	-
-- logic make-up (layout without fill, tap and decap cells) --
| kind of cell | after synthesis | in the layout | share of synthesized area, % |
|---|---|---|---|
| mux | 6 | 6 | 1.57 |
| buf+inv | 32 | 49 | 3.36 |
| simple gates | 138 | 138 | 17.5 |
| other cells | 2 | 5 | 0.189 |
| xor+xnor | 32 | 32 | 7.04 |
| fa+ha+maj | 16 | 16 | 5.03 |
| flops | 85 | 85 | 57.8 |
| compound gates | 45 | 45 | 7.48 |
-- power by group through the flow --
stage	Combinational (mW)	Sequential (mW)	Clock, mW
after CTS	0.00646	1.28	1.21
after global routing	0.00746	1.28	1.26
final	0.00622	1.28	1.17
-- cell usage after synthesis (4+ instances only) --
master    instances  area (um^2)
a21oi_1           6         30.0
and3_1           12         75.1
buf_2             5         25.0
clkbuf_1          5         18.8
dfrtp_1           6          150
dfxtp_1          22          440
edfxtp_1         57         1710
ha_1             16          200
inv_1            17         63.8
mux2i_1           4         40.0
nand2_1          36          135
nand2b_1          5         31.3
nand3_1          24          120
nor2_1           28          105
nor2b_1           9         56.3
nor3_1            5         25.0
o21ai_0          19         95.1
xnor2_1          22          193
xor2_1           10         87.6
-- worst max-delay path by stage --
| stage | to | cells after the start |
|---|---|---|
| after CTS | write_data[2] | 5 |
| after global routing | rs_reg | 5 |
| final | write_data[5] | 5 |
-- worst register-to-register path, stage by stage (launching register included) --
cell      delay [ns]
dfrtp_1         0.73
mux2_2          0.41
a21oi_1         0.20
nor2b_1         0.07
nor3_1          0.15
o2111a_1        0.44
-- cell type report --
type | instances | area [um^2] | share of cell area (%)
Clock buffer | 11 | 254 | 5.53
Inverter | 18 | 67.6 | 1.47
Multi-Input combinational cell | 242 | 1560 | 33.9
Timing Repair Buffer | 15 | 143 | 3.11
Sequential cell | 85 | 2300 | 50.1
Clock inverter | 5 | 55.1 | 1.20
Tap cell | 172 | 215 | 4.69
Power figures rest on the tool's default switching activity, not on a simulated workload.
